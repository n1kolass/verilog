===== design.v =====
`timescale 1ns/1ns
module deinterlacer_v2 (
						clock,                  
						reset,           
						dout_data,          
						dout_ready,         
						dout_valid,         
						dout_startofpacket, 
						dout_endofpacket,    
						din_data,
						din_ready,
						din_valid,
						din_startofpacket,
						din_endofpacket
);
parameter  SYMBOLS_PER_BEAT = 3;
parameter  BITS_PER_SYMBOL  = 8;
localparam DATA_WIDTH		= SYMBOLS_PER_BEAT * BITS_PER_SYMBOL;
parameter  WIDTH 			= 640;
parameter  HEIGHT 			= 480;
localparam HALF_HEIGHT 		= HEIGHT / 2;
localparam BUFF0_BASE		= 0;  
localparam BUFF1_BASE		= WIDTH;  
input         		clock;                  
input        		reset;           
output logic [DATA_WIDTH-1:0] dout_data;          
input  logic        		dout_ready;         
output logic        		dout_valid;         
output logic        		dout_startofpacket; 
output logic        		dout_endofpacket;    
input  logic [DATA_WIDTH-1:0]	din_data;
output logic 				din_ready;
input  logic				din_valid;
input  logic 				din_startofpacket;
input  logic				din_endofpacket;
logic [DATA_WIDTH-1:0] width, half_height, height;  
logic [DATA_WIDTH-1:0] num_of_pixel_in_line;
logic [DATA_WIDTH-1:0] num_of_line;
logic [DATA_WIDTH-1:0] cols, rows;
logic [DATA_WIDTH-1:0] buffs [0:2*WIDTH-1];  
logic [DATA_WIDTH-1:0] ctrl_data_buff [0:4];  
enum { buff0, buff1 } current_buff;  
logic [12:0] ptr_wr, ptr_rd;  
logic [2:0] ctrl_ptr_wr, ctrl_ptr_rd;  
logic ready_to_send;  
logic skip_2_lines;
logic [1:0] beat_index;  
logic [1:0] s_beat_index;  
enum {
	send_first_ready,		 
	process_ctrl_packet,	 
	init_video_packet,
	first_line,
	receive_next_line,
	skip_line_state
} sink_state; 
enum {
	wait_for_ready, 		 
	form_ctrl_packet,		 
	begin_video_packet,		 
	send_first_line,
	send_interpolated_line,
	send_next_line
} source_state; 
always_ff @(posedge clock or posedge reset) begin : sink
	if(reset) begin
		din_ready <= 0;
		ptr_wr <= BUFF0_BASE;
		ctrl_ptr_wr <= 0;
		sink_state <= send_first_ready;
		beat_index <= 0;
		width <= 0;
		half_height <= 0;
		cols <= 0;
		rows <= 0;
		current_buff <= buff0;
		skip_2_lines <= 0;
	end  
 	else 
 		case (sink_state)
 			send_first_ready : begin
 				din_ready <= 1;
 				sink_state <= process_ctrl_packet;
 				ptr_wr <= BUFF0_BASE;
 				ctrl_ptr_wr <= 0;
 				ready_to_send <= 0;
 				beat_index <= 0;
 				cols <= 0;
				rows <= 0;
 			end  
 			process_ctrl_packet : begin
 				if( din_valid == 1 ) begin
 					if ( din_endofpacket == 1 )
		 				sink_state <= init_video_packet;
	 				if( din_startofpacket == 1 )
	 					ready_to_send <= 1;
					ctrl_data_buff[ctrl_ptr_wr] <= din_data;
					ctrl_ptr_wr <= ctrl_ptr_wr + 1;
					beat_index <= beat_index + 1;
					case (beat_index)
						1 : width[15:4] <= {din_data[3:0], din_data[11:8], din_data[19:16]};
						2 : begin
							width[3:0] <= din_data[3:0];
							half_height[15:8] <= {din_data[11:8], din_data[19:16]};
						end  
						3 : half_height[7:0] <= {din_data[3:0], din_data[11:8]};
					endcase
				end
 			end  
 			init_video_packet : begin
 				if( din_valid == 1 ) begin
 					ctrl_data_buff[ctrl_ptr_wr] <= din_data;
					sink_state <= first_line;
				end
 			end  
 			first_line : begin
 				if( din_valid == 1 ) begin
 					buffs[ptr_wr] <= din_data;
					ptr_wr <= ptr_wr + 1;
					if( cols == ( width - 1 ) ) begin
						cols <= 0;	
						rows <= rows + 1;
						sink_state <= receive_next_line;
						current_buff <= buff1;
						ptr_wr <= BUFF1_BASE;
					end
					else
						cols <= cols + 1;
				end
 			end
 			receive_next_line : begin
				if( din_valid == 1 ) begin
					buffs[ptr_wr] <= din_data;
					ptr_wr <= ptr_wr + 1;
					if( cols == ( width - 1 ) ) begin  
						if( rows == ( half_height - 1) )  
							skip_2_lines <= 1;  
						else
							rows <= rows + 1;
						if( current_buff == buff0 ) begin
							current_buff <= buff1;
							ptr_wr <= BUFF1_BASE;
						end else begin
							current_buff <= buff0;
							ptr_wr <= BUFF0_BASE;
						end
						din_ready <= 0;
						sink_state <= skip_line_state;
						cols <= 0;
					end else
						cols <= cols + 1;
				end  
			end
 			skip_line_state : begin
 				if( skip_2_lines == 1 )
 					if( cols == ( 2*width - 2 ) ) begin
 						cols <= 0;
 						sink_state <= send_first_ready;
 						skip_2_lines <= 0;
 					end else
 						cols <= cols + 1;
 				else
	 				if( cols == ( width - 1 ) ) begin
	 					cols <= 0;
 						din_ready <= 1;
 						sink_state <= receive_next_line;
 					end else
	 					cols <= cols + 1;
	 		end
 		endcase
end
always_ff @(posedge clock or posedge reset) begin : source
	if(reset) begin
		dout_valid <= 0;
		dout_startofpacket <= 0;
		dout_endofpacket <= 0;
		ptr_rd <= 0;
		ctrl_ptr_rd <= 0;
		source_state <= wait_for_ready;
		num_of_pixel_in_line <= 0;
		num_of_line <= 0;
		height <= 0;
	end  
	else 
		case (source_state)
			wait_for_ready : begin
				dout_endofpacket <= 0;
				if( dout_ready == 1 && ready_to_send == 1 ) begin
					source_state <= form_ctrl_packet;
					dout_valid <= 1;
					dout_startofpacket <= 1;
					dout_data <= 24'h00_00_0F;
					ctrl_ptr_rd <= 1;
					s_beat_index <= 1;
					ptr_rd <= BUFF0_BASE;
				end  
			end  
			form_ctrl_packet : begin 
				if( dout_ready == 1 ) begin 
					dout_valid <= 1;
					case (s_beat_index)
						1 : begin 
							dout_startofpacket <= 0;
							dout_data <= ctrl_data_buff[ctrl_ptr_rd];
							height <= {half_height, 1'b0};  
						end  
						2 : dout_data <= {4'h0, height[11:8], 4'h0, height[15:12], 4'h0, width[3:0]};
						3 : begin
							dout_data <= {
								4'h0, 4'h2 ,
								4'h0, height[3:0],
								4'h0, height[7:4]
							};
							source_state <= begin_video_packet;
							dout_endofpacket <= 1;
						end  
					endcase
					ctrl_ptr_rd <= ctrl_ptr_rd + 1;
					s_beat_index <= s_beat_index + 1;
				end  
				else
					dout_valid <= 0;
			end  
			begin_video_packet : begin 
				if( dout_ready == 1 ) begin 
					dout_endofpacket <= 0;
					dout_startofpacket <= 1;
					dout_valid <= 1;
					dout_data <= mem[ptr_rd];
					ptr_rd <= ptr_rd + 1;
					num_of_pixel_in_line <= 0;
					num_of_line <= 0;
					source_state <= send_odd_line;
				end  
				else
					dout_valid <= 0;
			end  
			send_odd_line : begin 
				if( dout_ready == 1 ) begin 
					dout_valid <= 1;
					if( num_of_pixel_in_line == 0 ) begin
						current_line_ptr <= ptr_rd;
						if( num_of_line == 0 )
							dout_startofpacket <= 0;
					end  
					dout_data <= mem[ptr_rd];
					ptr_rd <= ptr_rd + 1;
					num_of_pixel_in_line <= num_of_pixel_in_line + 1;
					if( num_of_pixel_in_line == width - 1 ) begin 
						num_of_pixel_in_line <= 0;
						source_state <= send_even_line;
						ptr_rd <= current_line_ptr;
					end
				end  
				else
					dout_valid <= 0;
			end  
			send_even_line : begin 
				if( dout_ready == 1 ) begin 
					dout_valid <= 1;
					dout_data <= mem[ptr_rd];
					ptr_rd <= ptr_rd + 1;
					num_of_pixel_in_line <= num_of_pixel_in_line + 1;
					if( num_of_pixel_in_line == width - 1 ) begin 
						if( num_of_line == half_height - 1 ) begin
							dout_endofpacket <= 1;
							source_state <= wait_for_ready;
						end  
						else begin
							num_of_line <= num_of_line + 1;
							num_of_pixel_in_line <= 0;
							source_state <= send_odd_line;
						end
					end  
				end  
				else
					dout_valid <= 0;
			end  
		endcase
end
endmodule

===== run.sh =====
#!/bin/bash
# OpenROAD 26Q1-2900-gdf79404cd8, Yosys 0.63+post, stock flow scripts
make -C /OpenROAD-flow-scripts/flow DESIGN_CONFIG=/design/flow/config.mk WORK_HOME=/design/flow/orfs finish

===== config.mk =====
export PLATFORM = sky130hd
export DESIGN_NAME = deinterlacer_v2
export DESIGN_NICKNAME = deinterlacer_v2
export VERILOG_FILES = /design/flow/design.v
export SDC_FILE = /design/flow/constraint.sdc
export NUM_CORES = 4
export LEC_CHECK = 1
export CORE_UTILIZATION = 50

===== constraint.sdc =====
current_design deinterlacer_v2

set clk_period 8.0
set clk_io_pct 0.2

create_clock -name clk0 -period $clk_period [get_ports {clock}]

set non_clock_inputs [all_inputs -no_clocks]
set_input_delay [expr $clk_period * $clk_io_pct] -clock clk0 $non_clock_inputs
set_output_delay [expr $clk_period * $clk_io_pct] -clock clk0 [all_outputs]

==> deck_impl_summary.md <==
Physical Implementation Snapshot

Yosys
  • Top cells by area, synth: edfxtp_1, dfrtp_1, mux2_2
  • Synth flops: 263
  • Post-synth seq share: 0.5694
  • Warnings from Yosys: 11
  • Avg Inst Size Synth: roughly 12 sq um
  • Ys cells: 1112
  • Ys flop type: edfxtp_1
  • Chip area in the Yosys report: 12850 sq um
  • Synth unique cells: approximately 80
  • Post-synth EDFFs: 147
  • Async set-reset flop share out of synthesis: 0.4411
  • Synth area leader: edfxtp_1
  • Mapped Area: 12850 sq um
  • Post-synth top area share: 0.3435
  • Post-Syn Instances: 1112

Clock network
  • Clk latency late pin: 540 ps
  • CTS tree: done
  • CTS buffer count: 29
  • CTS Sinks: around 260
  • Clock-pin slew on the worst setup and hold paths: roughly 60 ps
  • H-tree Lvls: 1
  • Post-cts resize count: 0
  • Clk buf depth: 3
  • CTS root buffer: clkbuf_16
  • CTS Hold Buffers Added: 0
  • Postcts setup bufs: 0

Global route
  • Gr usage total: 0.2573
  • Vias in the first global route: 8654
  • Grt total ovfl: 0
  • Largest net degree at the start of global routing: between 40 and 50
  • First-pass GRT wire length: 48780 um
  • Initial antenna violation count: 0

Placement
  • Dpl hpwl: approximately 20000 um
  • Post-placement cell area: ~14000 sq um
  • Port bufs: 57
  • Placer Congestion: 0.9049

Pwr
  • Total chip power: between 3 and 4 mW
  • Power Density: 243.2 nW/um^2
  • Pleak: between 5 and 6 nW
  • Peak supply drop: 211.5 uV

STA
  • Final Critical Period: ~4200 ps
  • Slew Viols, Final: 0
  • Worst slew margin: 0.3518
  • Actual slew at the worst max-slew pin: roughly 960 ps
  • Fin. Hold Viols: 0
  • Cycle use final: 0.5302
  • F_max: 0.2358 GHz
  • RSZ-0062 raised after global routing: no
  • Endpoints failing setup: 0
  • Setup TNS: 0 ps
  • Clk_skew: between 20 and 25 ps

Floorplan
  • Die area: 26350 sq um
  • Core Region: between 20000 and 30000 sq um
  • Die height: 162.3 um
  • Die Wd: 162.3 um
  • # rows: 58
  • Core Util at FP: 0.5104
  • I/O Pins: 58

Critical path
  • Top delay family on crit path: simple AND/OR/NAND/NOR gates
  • Crit path launch type: flop
  • CP max FO: 38
  • Crit Path Class: flop to flop
  • WP buf/inv: 2
  • Slowest stage delay, CP: 580 ps
  • Cell Chain, Critical Path: inv_1, ha_1, xor2_1, or4_1, a221o_1, or4_1, nor4b_1, a21oi_1, a211oi_4, buf_4, nor3_1, a211o_1
  • Critical Path End Type: flop
  • WP data arrival: 4660 ps
  • Crit path DRT: 8420 ps
  • Crit path top cell by count: or4_1
  • Slowest CP cell: dfrtp_1

Route
  • Final ANT Viol Nets: 0
  • Router iterations before antenna repair: 6
  • Initial drt markers: 611
  • DR vias/cell: 5.961
  • DRC: 0
  • DR vias: 8911
  • # diodes: 0
  • Wirelength, routed: 30600 um
  • Routed length per instance: 20.47 um

Finish
  • Share of cells above drive strength 1: 0.1236
  • Final Cell Area: 14620 sq um
  • Syn-to-layout area delta: 13.78%
  • FILL cells: 2036

Status
  • Status: finished, final reports clean

Hold path
  • Hold/Removal Path Class: flop to flop

Job
  • Max_cap viols: 0
  • OpenROAD warning count: 35
[metal layers]
metal	GRT usage	up-vias	routed length (um)
met4	0.03645	0	471
li1	-	4259	-
met3	0.06981	37	1972
met1	0.4003	4372	13700
met5	0	-	0
met2	0.3984	243	14450
[where the power goes]
part	switching (mW)	leakage, nW	internal (mW)
clock network	0.531	0.459	0.766
logic	0.395	2.48	0.266
registers	0.0861	2.83	1.51
total	1.01	5.77	2.54
[worst paths after layout]
path | start | slack [ps] | cells past startpoint | end
worst max-delay path | width[0] | 3760 | 12 | cols[15]
worst min-delay path | height[2] | 500 | 2 | height[2]
worst max register to register | width[0] | 3760 | 12 | cols[15]
worst min register to register | height[2] | 500 | 2 | height[2]
max in group asynchronous | reset | 4900 | 4 | cols[13]
min in group asynchronous | reset | 1590 | 2 | half_height[12]
[worst register-to-register path, cell delays in order, from the launching register on]
cell      delay (ps)
dfrtp_1          580
inv_1             90
ha_1             300
xor2_1           190
or4_1            570
a221o_1          330
or4_1            410
nor4b_1          490
a21oi_1          200
a211oi_4         250
buf_4            360
nor3_1           100
a211o_1          270
[cell type report]
cell class                 count  area (sq um)  area share
multi-input combinational    742          5131      0.3509
inverter                      32         122.6    0.008385
sequential                   263          7318      0.5005
clock buffer                  32         747.0     0.05108
tap                          330         412.9     0.02824
clock inverter                21         185.2     0.01266
timing repair buffer          75         705.7     0.04826
[cell usage after synthesis, types with 7 or more instances]
cell / n
clkbuf_1: 63
and2_1: 11
nor2_1: 58
nor3b_1: 11
or3_1: 10
nand3_1: 25
xor2_1: 23
ha_1: 20
nor2b_1: 15
dfrtp_1: 115
nor3_1: 20
and3_1: 9
mux2_2: 44
xnor2_1: 40
a211oi_1: 10
or2_2: 7
o21ai_0: 52
a22oi_1: 46
a31oi_1: 28
a21o_1: 14
nor4_1: 31
a31o_2: 9
a221oi_1: 12
a21oi_1: 34
edfxtp_1: 147
nand4_1: 11
inv_1: 32
nand2_1: 95
or4_1: 8
[through the flow]
step,hold WS [ps],utilization,setup slack (ps),instances
floorplan,450.1,-,1936,1112
global placement,474.3,0.5437,3875,1442
detailed placement,484.5,0.5437,3824,1442
CTS,507.0,0.5807,3788,1495
global route,537.8,0.5807,3503,1495
finish,504.2,0.5807,3758,1495
[placed cells by master (no fill, tap or decap), drive strengths merged, types with 9 or more instances in the layout]
master	synthesis	final
clkbuf	63	32
a211oi	10	10
clkinv	0	15
dfrtp	115	115
xnor2	40	40
nor4	34	34
a21o	14	14
a21oi	34	34
buf	12	18
a31oi	28	28
nor3b	11	11
mux2	44	44
edfxtp	147	147
nand3	26	26
a221oi	12	12
or3	10	10
a31o	11	11
inv	32	33
nor2b	15	15
nor3	21	21
nand4	12	12
nand2	95	95
a22oi	46	46
clkdlybuf4s50	0	57
or4	10	10
xor2	23	23
o21ai	52	52
and3	9	9
nor2	58	58
and2	12	12
ha	20	20
[logic make-up after synthesis]
logic type      synth area share
flops                     0.5694
buf+inv                  0.03359
xor+xnor                 0.04819
simple gates              0.1479
compound gates            0.1390
mux                      0.04245
fa+ha+maj                0.01947
[state kept, by name (all words and copies together), names as in the netlist, 6 cells and up]
signal / count
rows: 24
dout_data: 24
sink_state: 6
cols: 24
height: 15
width: 16
ctrl_data_buff: 120
half_height: 16
Power is estimated from default activity; no workload was simulated.
